==> /design/flow/design.v <==
module bf16_fmadd_fmsub(
    input wire clk,
    input wire reset,
    input wire [15:0] in1,
    input wire [15:0] in2,
    input wire [15:0] in3,
    input wire [4:0] funct5,
    output reg [15:0] result
);
    reg [15:0] p1_reg_in3;
    reg [4:0] p1_reg_funct5;
    reg [31:0] p1_reg_exp_rm;
    reg [7:0] p1_reg_alu_in1;
    reg [7:0] p1_reg_alu_in2;
    reg p1_reg_s_rm;
    reg exc_flag;
    reg [15:0] exc_res;
    reg [31:0] exp_1;   
    reg [31:0] exp_2;   
    reg [7:0] alu_in1;   
    reg [7:0] alu_in2;   
    reg s_rm;   
    reg [15:0] p1_reg_exc_res;
    reg p1_reg_exc_flag; 
    reg [15:0] p2_reg_alu_rm;
    reg [31:0] p2_reg_exp_rm;
    reg p2_reg_s_rm;
    reg [15:0] p2_reg_exc_res;
    reg [15:0] p2_reg_in3;
    reg [4:0] p2_reg_funct5;
    reg p2_reg_exc_flag;
    reg signed [17:0] p3_reg_alu_m;
    reg signed [17:0] p3_reg_alu_m_shifted;
    reg signed [17:0] p3_reg_alu_in3;
    reg signed [17:0] p3_reg_alu_in3_shifted;
    reg signed [31:0] p3_reg_exp_3;
    reg signed [31:0] p3_reg_exp_m;
    reg p3_reg_s_m;
    reg p3_reg_s_in3;
    reg [15:0] p3_reg_exc_res;
    reg p3_reg_exc_flag;
    reg [4:0] p3_reg_funct5;
    reg signed [31:0] exp_s1;
    reg signed [31:0] exp_s2;
    reg signed [9:0] exp_rm_signed;
    reg signed [31:0] exp_m;   
    reg signed [31:0] exp_3;   
    reg signed [31:0] exp_r;   
    reg signed [17:0] alu_m;   
    reg signed [17:0] alu_in3;   
    reg signed [17:0] alu_m_shifted;   
    reg signed [17:0] alu_in3_shifted;   
    reg s_m;   
    reg s_in3;   
    reg [15:0] p4_reg_exc_res;
    reg p4_reg_exc_flag;
    reg [4:0] p4_reg_funct5;
    reg signed [31:0] p4_reg_exp_r;  
    reg signed [17:0] v_alu_m;
    reg signed [17:0] v_alu_in3;
    reg signed [17:0] p4_reg_alu_m;
    reg signed [17:0] p4_reg_alu_in3;
    reg signed [31:0] p5_reg_exp_r;
    reg [15:0] p5_reg_exc_res;
    reg p5_reg_exc_flag;
    reg signed [17:0] alu_r;
    reg s_r;  
    reg cancel_flag;  
    reg p5_reg_s_r;
    reg p5_reg_cancel_flag;
    reg [17:0] p5_reg_alu_r;
    reg p6_reg_exc_flag;
    reg p6_reg_s_r;
    reg p6_reg_cancel_flag;
    reg [15:0] p6_reg_exc_res;
    reg [17:0] p5_alu_r;
    reg [31:0] p5_exp_r;
    reg [17:0] p6_reg_alu_r;
    reg [31:0] p6_reg_exp_r;
    reg [17:0] p6_alu_r;
    reg [31:0] p6_exp_r;
    always @ (posedge clk) begin
        if (reset == 0) begin
            p1_reg_exp_rm <= 0;
            p1_reg_in3 <= 0;
            p1_reg_funct5 <= 0;
            p1_reg_alu_in1 <= 0;
            p1_reg_alu_in2 <= 0;
            p1_reg_s_rm <= 0;
            p1_reg_exc_flag <= 1;
            p1_reg_exc_res <= 0;
            p2_reg_alu_rm <= 0;
            p2_reg_exp_rm <= 0;
            p2_reg_s_rm <= 0;
            p2_reg_exc_res <= 0;
            p2_reg_in3 <= 0;
            p2_reg_funct5 <= 0;
            p2_reg_exc_flag <= 1;
            p3_reg_alu_m <= 0;
            p3_reg_alu_m_shifted <= 0;
            p3_reg_alu_in3 <= 0;
            p3_reg_alu_in3_shifted <= 0;
            p3_reg_exp_3 <= 0;
            p3_reg_exp_m <= 0;
            p3_reg_s_m <= 0;
            p3_reg_s_in3 <= 0;
            p3_reg_exc_res <= 0;
            p3_reg_exc_flag <= 1;
            p3_reg_funct5 <= 0;
            p4_reg_funct5 <= 0;
            p4_reg_exp_r <= 0;
            p4_reg_exc_res <= 0;
            p4_reg_exc_flag <= 1;
            p4_reg_alu_m <= 0;
            p4_reg_alu_in3 <= 0;
            p5_reg_exp_r <= 0;
            p5_reg_exc_res <= 0;
            p5_reg_exc_flag <= 1'b1;
            p5_reg_alu_r <= 0;
            p5_reg_s_r <= 0;
            p5_reg_cancel_flag <= 0;
            p6_reg_exc_flag <= 1;
            p6_reg_s_r <= 0;
            p6_reg_cancel_flag <= 0;
            p6_reg_exc_res <= 0;
            p6_reg_alu_r <= 0;
            p6_reg_exp_r <= 0;
        end else begin
            p1_reg_exp_rm <= (exp_1 + exp_2) - 127;  
            p1_reg_in3 <= in3;
            p1_reg_funct5 <= funct5;
            p1_reg_alu_in1 <= alu_in1;
            p1_reg_alu_in2 <= alu_in2;
            p1_reg_s_rm <= s_rm;
            p1_reg_exc_flag <= 1;
            p1_reg_exc_res <= 0;
            p1_reg_exc_flag <= exc_flag;
            p1_reg_exc_res <= exc_res;
            p2_reg_alu_rm <= p1_reg_alu_in1 * p1_reg_alu_in2;  
            p2_reg_exp_rm <= p1_reg_exp_rm;
            p2_reg_s_rm <= p1_reg_s_rm;
            p2_reg_exc_res <= p1_reg_exc_res;
            p2_reg_in3 <= p1_reg_in3;
            p2_reg_funct5 <= p1_reg_funct5;
            p2_reg_exc_flag <= p1_reg_exc_flag;
            p3_reg_alu_m <= alu_m;
            p3_reg_alu_m_shifted <= alu_m_shifted;
            p3_reg_alu_in3 <= alu_in3;
            p3_reg_alu_in3_shifted <= alu_in3_shifted;
            p3_reg_exp_3 <= exp_3;
            p3_reg_exp_m <= exp_m;
            p3_reg_s_m <= s_m;
            p3_reg_s_in3 <= s_in3;
            p3_reg_exc_res <= p2_reg_exc_res;
            p3_reg_exc_flag <= p2_reg_exc_flag;
            p3_reg_funct5 <= p2_reg_funct5;
            p4_reg_funct5 <= p3_reg_funct5;
            p4_reg_exp_r <= exp_r;
            p4_reg_exc_res <= p3_reg_exc_res;
            p4_reg_exc_flag <= p3_reg_exc_flag;
            p4_reg_alu_m <= v_alu_m;
            p4_reg_alu_in3 <= v_alu_in3;
            p5_reg_exp_r <= p4_reg_exp_r;
            p5_reg_exc_res <= p4_reg_exc_res;
            p5_reg_exc_flag <= p4_reg_exc_flag;
            p5_reg_alu_r <= alu_r;
            p5_reg_s_r <= s_r;
            p5_reg_cancel_flag <= cancel_flag;
            p6_reg_exc_flag <= p5_reg_exc_flag;
            p6_reg_s_r <= p5_reg_s_r;
            p6_reg_cancel_flag <= p5_reg_cancel_flag;
            p6_reg_exc_res <= p5_reg_exc_res;
            p6_reg_alu_r <= p5_alu_r;
            p6_reg_exp_r <= p5_exp_r;
        end
    end
    always @(*) begin
        if ((in1[14:7] == 0) || (in2[14:7] == 0)) begin
            exp_1 <= 0;
            exp_2 <= 127;
            alu_in1 <= 0;
            alu_in2 <= 0;
            s_rm <= 0;
        end else begin
            exp_1 <= in1[14:7];
            exp_2 <= in2[14:7];
            alu_in1 <= {1'b1,in1[6:0]};
            alu_in2 <= {1'b1,in2[6:0]};
            s_rm <= in1[15] ^ in2[15];
        end
    end
    always @(*) begin
        exc_flag = 1;
        if ((exp_1 == 255) || (exp_2 == 255) || (in3[14:7] == 8'b11111111)) begin
            if ((in1[6:0] != 0) && (exp_1 == 255)) begin
                exc_res = in1;
            end else if ((in2[6:0] != 0) && (exp_2 == 255)) begin
                exc_res = in2;
            end else if ((in3[6:0] != 0) && (in3[14:7] == 8'b11111111)) begin
                exc_res = in3;
            end else begin
                if (exp_1 == 255) begin
                    exc_res = in1;
                end else if (exp_2 == 255) begin
                    exc_res = in2;
                end else begin
                    exc_res = in3;
                end
            end
        end else begin
            exc_flag = 0;
        end
    end
    always @(*) begin
        exp_3 <= p2_reg_in3[14:7];
        exp_m <= p2_reg_exp_rm;
        exp_rm_signed = p2_reg_exp_rm;
        exp_s1 = ({2'b00,p2_reg_in3[14:7]}) - exp_rm_signed;
        exp_s2 = exp_rm_signed - ({2'b00,p2_reg_in3[14:7]});
        if (p2_reg_in3[14:7] == 0) begin
            alu_in3 <= 0;
            alu_in3_shifted <= 0;
            s_in3 <= 0;
        end else begin
            alu_in3 <= {4'b0001,p2_reg_in3[6:0],7'b0000000};
            alu_in3_shifted <= ({4'b0001,p2_reg_in3[6:0],7'b0000000}) >>> exp_s2;
            s_in3 <= p2_reg_in3[15];
        end
        if (p2_reg_alu_rm[14:7] == 0) begin
            alu_m <= 0;
            alu_m_shifted <= 0;
            s_m <= 0;
        end else begin
            alu_m <= {2'b00,p2_reg_alu_rm};
            alu_m_shifted <= ({2'b00,p2_reg_alu_rm}) >>> exp_s1;
            s_m <= p2_reg_s_rm;
        end
    end
    always @(*) begin
        v_alu_m = p3_reg_alu_m;
        v_alu_in3 = p3_reg_alu_in3;
        if (p3_reg_exp_m >= p3_reg_exp_3) begin
            v_alu_in3 = p3_reg_alu_in3_shifted;
            exp_r <= p3_reg_exp_m;
        end else begin
            v_alu_m = p3_reg_alu_m_shifted;
            exp_r <= p3_reg_exp_3;
        end
        if (p3_reg_s_m == 1) begin
            v_alu_m =  -(v_alu_m);
        end else begin
            v_alu_m = v_alu_m;
        end
        if (p3_reg_s_in3 == 1) begin
            v_alu_in3 =  -(v_alu_in3);
        end else begin
            v_alu_in3 = v_alu_in3;
        end
    end
    always @(*) begin
        case (p4_reg_funct5)
            5'b00100, 5'b00000, 5'b00010 : begin
                alu_r = p4_reg_alu_m + p4_reg_alu_in3;
            end
            5'b00101,5'b00001 : begin
                alu_r = p4_reg_alu_m - p4_reg_alu_in3;
            end
            default : begin
              alu_r = 0;
            end
        endcase
        if (alu_r == 0) begin
           cancel_flag = 1;
        end else begin
           cancel_flag = 0;
        end
        s_r = 0;
        if (alu_r < 0) begin
            s_r = 1;
            alu_r = -(alu_r);
        end
    end
    always @(p5_reg_alu_r, p5_reg_exp_r, clk, reset) begin
        p5_alu_r = p5_reg_alu_r;
        p5_exp_r = p5_reg_exp_r;
        if (p5_alu_r[16] == 1) begin
            p5_exp_r = p5_exp_r + 2;
            p5_alu_r = p5_alu_r >> 2;
        end else if (p5_alu_r[15] == 1) begin
            p5_exp_r = p5_exp_r + 1;
            p5_alu_r = p5_alu_r >> 1;
        end else if (p5_alu_r[14] == 1) begin
           p5_alu_r = p5_alu_r << 0;
        end else if (p5_alu_r[13] == 1) begin
            p5_exp_r = p5_exp_r - 1;
            p5_alu_r = p5_alu_r << 1;
        end else if (p5_alu_r[12] == 1) begin
            p5_exp_r = p5_exp_r - 2;
            p5_alu_r = p5_alu_r << 2;
        end else if (p5_alu_r[11] == 1) begin
            p5_exp_r = p5_exp_r - 3;
            p5_alu_r = p5_alu_r << 3;
        end else if (p5_alu_r[10] == 1) begin
            p5_exp_r = p5_exp_r - 4;
            p5_alu_r = p5_alu_r << 4;
        end else if (p5_alu_r[9] == 1) begin
            p5_exp_r = p5_exp_r - 5;
            p5_alu_r = p5_alu_r << 5;
        end else if (p5_alu_r[8] == 1) begin
            p5_exp_r = p5_exp_r - 6;
            p5_alu_r = p5_alu_r << 6;
        end else if (p5_alu_r[7] == 1) begin
            p5_exp_r = p5_exp_r - 7;
            p5_alu_r = p5_alu_r << 7;
        end else if (p5_alu_r[6] == 1) begin
            p5_exp_r = p5_exp_r - 7;
            p5_alu_r = p5_alu_r << 8;
        end else if (p5_alu_r[5] == 1) begin
            p5_exp_r = p5_exp_r - 7;
            p5_alu_r = p5_alu_r << 9;
        end else if (p5_alu_r[4] == 1) begin
            p5_exp_r = p5_exp_r - 7;
            p5_alu_r = p5_alu_r << 10;
        end else if (p5_alu_r[3] == 1) begin
            p5_exp_r = p5_exp_r - 7;
            p5_alu_r = p5_alu_r << 11;
        end else if (p5_alu_r[2] == 1) begin
            p5_exp_r = p5_exp_r - 7;
            p5_alu_r = p5_alu_r << 12;
        end else if (p5_alu_r[1] == 1) begin
            p5_exp_r = p5_exp_r - 7;
            p5_alu_r = p5_alu_r << 13;
        end else if (p5_alu_r[0] == 1) begin
            p5_exp_r = p5_exp_r - 7;
            p5_alu_r = p5_alu_r << 14;
        end
    end
    always @(*) begin
        p6_alu_r = p6_reg_alu_r;
        p6_exp_r = p6_reg_exp_r;
        if (p6_alu_r[6] == 1) begin
            p6_alu_r[13:7] = (p6_alu_r[13:7]) + 1;
            if (p6_alu_r[13:7] == 0) begin
                p6_exp_r = p6_exp_r + 1;
            end
        end
        if (p6_reg_exc_flag == 1) begin
           result <= p6_reg_exc_res;
        end else if (p6_reg_cancel_flag == 1) begin
           result <= 0;
        end else if ((p6_exp_r >= 255) && (p6_reg_s_r == 0)) begin
           result <= 16'b0111111110000000;  
        end else if ((p6_exp_r >= 255) && (p6_reg_s_r == 1)) begin
           result <= 16'b1111111110000000;  
        end else if (p6_exp_r <= 0) begin
            result <= 16'b0000000000000000;  
        end else begin
            result[15] <= p6_reg_s_r;
            result[14:7] <= p6_exp_r;
            result[6:0] <= p6_alu_r[13:7];
        end
    end
endmodule
module bf16_unit(
	input wire clk,
	input wire reset,
	input wire [15:0] in1,
	input wire [15:0] in2,
	input wire [15:0] in3,
	input wire [4:0] funct5,
	output wire [15:0] result
);
	wire [15:0] s_in1;
	wire [15:0] s_in2;
	wire [15:0] s_in3;
	decoder dec(
		.in1(in1),
		.in2(in2),
		.in3(in3),
		.funct5(funct5),
		.out1(s_in1),
		.out2(s_in2),
		.out3(s_in3) );
	bf16_fmadd_fmsub fmadd_fmsub(
		.clk(clk),
		.reset(reset),
		.in1(s_in1),
		.in2(s_in2),
		.in3(s_in3),
		.funct5(funct5),
		.result(result) );
endmodule
module decoder(
	input wire [15:0] in1,
	input wire [15:0] in2,
	input wire [15:0] in3,
	input wire [4:0] funct5,
	output reg [15:0] out1,
	output reg [15:0] out2,
	output reg [15:0] out3
);
	always @(*) begin
		case(funct5)
			5'b00000,5'b00001 : begin
			  out1 <= in1;
			  out2 <= 16'b0011111110000000;
			  out3 <= in2;
			end
			5'b00010 : begin
			  out1 <= in1;
			  out2 <= in2;
			  out3 <= 16'b0000000000000000;
			end
			5'b00100,5'b00101 : begin
			  out1 <= in1;
			  out2 <= in2;
			  out3 <= in3;
			end
			default : begin
			  out1 <= 16'b0000000000000000;
			  out2 <= 16'b0000000000000000;
			  out3 <= 16'b0000000000000000;
			end
		endcase
	end
endmodule
==> /design/flow/run.sh <==
#!/bin/bash
# OpenROAD 26Q1-2900-gdf79404cd8, Yosys 0.63+post, stock flow scripts
make -C /OpenROAD-flow-scripts/flow DESIGN_CONFIG=/design/flow/config.mk WORK_HOME=/design/flow/orfs finish
==> /design/flow/config.mk <==
export PLATFORM = sky130hd
export DESIGN_NAME = bf16_unit
export DESIGN_NICKNAME = bf16_unit
export VERILOG_FILES = /design/flow/design.v
export SDC_FILE = /design/flow/constraint.sdc
export NUM_CORES = 4
export LEC_CHECK = 1
export CORE_UTILIZATION = 40
==> /design/flow/constraint.sdc <==
current_design bf16_unit

set clk_period 10.5
set clk_io_pct 0.2

create_clock -name clk0 -period $clk_period [get_ports {clk}]

set non_clock_inputs [all_inputs -no_clocks]
set_input_delay [expr $clk_period * $clk_io_pct] -clock clk0 $non_clock_inputs
set_output_delay [expr $clk_period * $clk_io_pct] -clock clk0 [all_outputs]
==> results.json <==
{
  "cts_made_buffers": 45,
  "route.detailed.wl_per_inst_um": 16.29,
  "pwr_density_cell_mw_per_mm2": 193.1,
  "max_cap_violations": 0,
  "area_leaders": "sky130_fd_sc_hd__dfxtp_1, sky130_fd_sc_hd__and2_1, sky130_fd_sc_hd__ha_1",
  "dr.first_iter.drc_count": 1206,
  "timing.critical_path.slowest_cell_delay_ns": 0.52,
  "top_cell_family_by_delay_on_the_critical_path": "simple AND/OR/NAND/NOR gates",
  "top_usage_layer": "met2",
  "global_route_wire_length_before_repair_mm": 99.51,
  "ys_cells": 2937,
  "timing.critical_path.required_ns": 8.40,
  "fin_crit_ns": 6.952,
  "post_synth_aoi_oai_area": 0.1580,
  "r2r-start": "fmadd_fmsub.p4_reg_alu_in3[0]",
  "place.detailed.hpwl_mm": 45.06,
  "post_cts.resized_instances": 0,
  "post_route_fraction_of_the_period_consumed_by_the_critical_path": 0.6620,
  "untimed_endpoints": 16,
  "min-delay-start": "fmadd_fmsub.p3_reg_exc_flag",
  "via_count": 20124,
  "timing.fmax_ghz": 0.1439,
  "ffs_w_async_s_r_synth": 0,
  "grt_antenna_before_repair": 0,
  "groute.usage.overall": 0.2001,
  "first_pass_iters": 8,
  "slew_viol_final": 0,
  "route.antenna.remaining_nets": 0,
  "worstHoldPathCells": 1,
  "unclocked_pins": 16,
  "place.gp.congestion": 0.9651,
  "global_route_met2_utilization": 0.3144,
  "number_of_hold_violations_in_the_final_report": 0,
  "cts_hold_buffers": 0,
  "layout-drive-gt1-share": 0.05667,
  "synth.ff_latch_count": 450,
  "pin_count": 71,
  "cts.reportedPaths.clkPinSlew_ns": 0.06,
  "post_synth_fa_ha_maj_area_fraction": 0.08694,
  "postCtsSetupRepairBufs": 0,
  "cell_with_the_most_instances_after_synthesis": "sky130_fd_sc_hd__dfxtp_1",
  "drt_drc_violations_left": 0,
  "fp.dieArea_sq_mm": 0.06216,
  "insertion_delay_ns": 0.59,
  "synthToLayoutAreaGrowth_pct": 12.19,
  "totalWireLength_mm": 60.77,
  "netlist.top_cell.by_area": "sky130_fd_sc_hd__dfxtp_1",
  "clock_tree.htree_level_count": 2,
  "number_of_flops_mapped_to_enable_cells_by_yosys": 0,
  "fp.dieW_um": 249.3,
  "synth.cell_area_sq_mm": 0.02446,
  "power.leakage_nw": 11.07,
  "avgViaCountPerCell": 5.395,
  "tritoncts": "done",
  "critical-path-top-cell-by-count": "sky130_fd_sc_hd__nand3_1",
  "max-clock-path-buffers": 3,
  "io_buffers": 70,
  "worstPathMaxFanout": 14,
  "synth_simple_gate_area_share": 0.2550,
  "max_slew.worst_pin.slew_ns": 0.9223,
  "yosys_warnings": 2,
  "cp.buffers_inverters": 1,
  "synth.distinct_cells": 91,
  "core_utilization_at_floorplan": 0.4053,
  "final.setup_skew_ns": 0.02618,
  "placementRows": 90,
  "top_logic_kind": "simple AND/OR/NAND/NOR gates",
  "setup_viol": 0,
  "status": "complete, no violations",
  "timing.hold.worst_endpoint": "fmadd_fmsub.p4_reg_exc_flag",
  "cp-start-kind": "flip-flop",
  "syn_avg_cell_area_sq_um": 8.330,
  "core-area_sq_mm": 0.06036,
  "chipHeight_um": 249.3,
  "xor_share": 0.04649,
  "ys_top_cells_by_count": "sky130_fd_sc_hd__dfxtp_1, sky130_fd_sc_hd__nand2_1, sky130_fd_sc_hd__and2_1",
  "use_met3": 0.02763,
  "r2r_slack_ns": 5.63,
  "yosys.area.top_type_share": 0.3551,
  "post_layout_nonfiller_instances": 3730,
  "fin_tns_setup_ns": 0,
  "r2r.worst_path.cells": 15,
  "worst-endpoint-arrival_ns": 4.85,
  "setup.worst_path.end_class": "output port",
  "post_synth_inst_count": 2937,
  "hold_class": "reg2reg",
  "stage_log_warnings": 46,
  "worstReg2RegEnd": "fmadd_fmsub.p5_reg_cancel_flag",
  "first_global_vias": 19007,
  "max-vdd-ir-drop_mv": 0.1171,
  "muxShareOfSynthArea": 0.04010,
  "critPathSlowestCell": "sky130_fd_sc_hd__o2111a_1",
  "dp_cells": 3647,
  "post-layout-total-power_mw": 5.300,
  "ys_area_sq_mm": 0.02446,
  "worstPathCellList": "ha_1, and3_2, and4_1, o2111a_1, nand3_1, or3_1, a211oi_1, nand4_1, nor2_1, nand3_1, o21ai_0, clkdlybuf4s50_1",
  "timing.setup.critical_path_class": "reg2out",
  "ctsRootBufferMaster": "sky130_fd_sc_hd__clkbuf_16",
  "ys.flop_type": "sky130_fd_sc_hd__dfxtp_1",
  "globalRouteOverflowTotal": 0,
  "max-slew-margin-rel": 0.3795,
  "grt_max_degree": 108,
  "grt_use_met1": 0.2943,
  "rsz0062_at_grt": "no"
}
-- cell type report --
class | count | area, sq um
Sequential cell | 450 | 8929
Clock inverter | 22 | 431.7
Multi-Input combinational cell | 2177 | 14360
Tap cell | 782 | 978.4
Inverter | 138 | 520.5
Timing Repair Buffer | 100 | 923.4
Antenna cell | 1 | 2.502
Fill cell | 5739 | 32910
Clock buffer | 60 | 1303
-- worst max-delay path by stage --
stage | from | endpoint | slack [ns] | cells after the start
finish | fmadd_fmsub.p6_reg_alu_r[7] | result[1] | 3.55 | 12
global route | fmadd_fmsub.p6_reg_alu_r[7] | result[3] | 3.16 | 12
CTS | fmadd_fmsub.p6_reg_alu_r[7] | result[1] | 3.65 | 12
-- stage by stage --
stage	util	worst slack (ns)	area [sq um]	hold WS [ns]
after floorplan	-	4.706	24460	0.3863
after detailed placement	0.4260	3.301	25710	0.3989
after CTS	0.4547	3.650	27440	0.4137
after global routing	0.4547	3.164	27440	0.4290
final	0.4547	3.548	27450	0.4079
after global placement	0.4260	3.324	25710	0.3978
-- layer usage --
metal  share of wire  wire length [um]
met1            0.46             27920
met2            0.45             27590
met3           0.057              3476
met4           0.029              1783
met5               0                 0
-- cells in the final DEF, fill, tap and decap left out, drive strengths merged, types with 23 or more instances in the layout --
master and n:
nor2 245, fa 40, and3 40, nand2b 27, inv 139, nand4 24, o21ai 147, ha 106
xor2 56, nand3 73, buf 31, a31oi 23, nor3 97, a211oi 36, nor2b 25, clkdlybuf4s50 69
xnor2 73, dfxtp 434, and2 271, a21oi 177, mux2i 71, nor4 44, nand2 273, a21o 27
clkbuf 60
-- cells by family (layout without fill, tap and decap cells) --
| group | count (synthesis) | count (layout) |
|---|---|---|
| adder cells (fa/ha/maj) | 146 | 146 |
| multiplexers | 87 | 87 |
| flip-flops | 434 | 434 |
| buffers and inverters | 310 | 320 |
| other | 1 | 2 |
| latches | 16 | 16 |
| XOR/XNOR | 129 | 129 |
| AND/OR/NAND/NOR | 1214 | 1214 |
| AND-OR/OR-AND | 600 | 600 |
-- flip-flops by register name, summed over array words and instances (netlist names), 17 cells and up --
signal                      count
fmadd_fmsub.p4_reg_alu_in3     18
fmadd_fmsub.p1_reg_exp_rm      17
fmadd_fmsub.p2_reg_exp_rm      17
fmadd_fmsub.p3_reg_exp_m       17
fmadd_fmsub.p5_reg_alu_r       17
fmadd_fmsub.p4_reg_alu_m       18
fmadd_fmsub.p6_reg_exp_r       32
fmadd_fmsub.p5_reg_exp_r       17
fmadd_fmsub.p4_reg_exp_r       17
-- worst register-to-register path, cell delays in order (launching register included) --
cell	delay (ns)
sky130_fd_sc_hd__dfxtp_1	0.33
sky130_fd_sc_hd__or2_2	0.30
sky130_fd_sc_hd__nor3_1	0.23
sky130_fd_sc_hd__nand3b_1	0.19
sky130_fd_sc_hd__o41ai_1	0.34
sky130_fd_sc_hd__xor2_1	0.30
sky130_fd_sc_hd__ha_1	0.36
sky130_fd_sc_hd__a21o_1	0.20
sky130_fd_sc_hd__a21oi_1	0.14
sky130_fd_sc_hd__o22ai_1	0.12
sky130_fd_sc_hd__nor2_1	0.11
sky130_fd_sc_hd__o31ai_1	0.10
sky130_fd_sc_hd__a2111oi_0	0.83
sky130_fd_sc_hd__or4_1	0.31
sky130_fd_sc_hd__nand2_1	0.31
sky130_fd_sc_hd__nor4_1	0.55
-- power by group --
part | switching [mW] | internal [mW]
sequential | 0.155 | 1.77
clock | 0.654 | 1.13
combinational | 0.978 | 0.619
No activity file was given, so power comes from the tool's default toggle rates.
