==> flow/design.v <==
module bf16_add_branch
# (parameter G = 6) (
    input clk,
    input reset,
    input [G + 15:0] in1,
    input [31:0] exp_1,
    input s_in1,
    input exc_flag_1,
    input err_code_1,
    input [G + 15:0] in2,
    input [31:0] exp_2,
    input s_in2,
    input exc_flag_2,
    input err_code_2,
    output reg [G + 15:0] out_alu_r,
    output reg [31:0] out_exp_r,
    output reg out_s_r,
    output reg out_exc_flag,
    output reg out_err_code
);
    reg signed [G + 15:0] p1_reg_alu_in2;
    reg signed [G + 15:0] p1_reg_alu_in2_shifted;
    reg signed [G + 15:0] p1_reg_alu_in1;
    reg signed [G + 15:0] p1_reg_alu_in1_shifted;
    reg signed [31:0] p1_reg_exp_1;
    reg signed [31:0] p1_reg_exp_2;
    reg p1_reg_s_in2;
    reg p1_reg_s_in1;
    reg p1_reg_exc_flag;
    reg p1_reg_err_code;  
    reg signed [31:0] p2_reg_exp_r;
    reg p2_reg_exc_flag;
    reg p2_reg_err_code;
    reg signed [G + 15:0] p2_reg_alu_in1;
    reg signed [G + 15:0] p2_reg_alu_in2;
    reg signed [G + 15:0] v_alu_in1;
    reg signed [G + 15:0] v_alu_in2;
    reg signed [G + 15:0] alu_r;
    reg s_r;
    reg signed [31:0] exp_r;
    reg signed [G + 15:0] alu_in1;
    reg signed [G + 15:0] alu_in1_shifted;
    reg signed [G + 15:0] alu_in2;
    reg signed [G + 15:0] alu_in2_shifted;
    reg exc_flag;
    reg err_code;
    wire [G - 1:0] guard;  
    assign guard = 0;
    always @(*) begin
        if (exc_flag_1 == 1 || exc_flag_2 == 1) begin
            exc_flag <= 1;
            err_code <= err_code_1 | err_code_2;
        end else begin
            exc_flag <= 0;
            err_code <= 0;
        end
    end
    always @(*) begin: S1
        reg signed [31:0] exp_s1;
        reg signed [31:0] exp_s2;
        if ((exp_1 - exp_2) < 0) begin
           exp_s1 =  -(exp_1 - exp_2);
        end else begin
           exp_s1 = exp_1 - exp_2;
        end
        if ((exp_2 - exp_1) < 0) begin
            exp_s2 =  -(exp_2 - exp_1);
        end else begin
            exp_s2 = exp_2 - exp_1;
        end
        alu_in1 <= in1;
        alu_in1_shifted <= (in1) >>> exp_s2;
        alu_in2 <= in2;
        alu_in2_shifted <= (in2) >>> exp_s1;
    end
    always @(*) begin: S2
        v_alu_in1 = p1_reg_alu_in1;
        v_alu_in2 = p1_reg_alu_in2;
        if (p1_reg_exp_2 >= p1_reg_exp_1) begin
            v_alu_in1 = p1_reg_alu_in1_shifted;
            exp_r <= p1_reg_exp_2;
        end else begin
            v_alu_in2 = p1_reg_alu_in2_shifted;
            exp_r <= p1_reg_exp_1;
        end
        if (p1_reg_s_in1 == 1) begin
            v_alu_in1 =  -(v_alu_in1);
        end else begin
            v_alu_in1 = v_alu_in1;
        end
        if (p1_reg_s_in2 == 1) begin
            v_alu_in2 =  -(v_alu_in2);
        end else begin
            v_alu_in2 = v_alu_in2;
        end
    end
    always @(*) begin: S3
        reg signed [31:0] v_exp;
        v_exp = p2_reg_exp_r;
        alu_r = p2_reg_alu_in2 + p2_reg_alu_in1;
        s_r = 0;
        if (alu_r < 0) begin
            s_r = 1;
            alu_r =  -(alu_r);
        end
    end
    always @(posedge clk) begin
        if (reset == 0) begin
            p1_reg_alu_in2 <= 0;
            p1_reg_alu_in2_shifted <= 0;
            p1_reg_alu_in1 <= 0;
            p1_reg_alu_in1_shifted <= 0;
            p1_reg_exp_1 <= 0;
            p1_reg_exp_2 <= 0;
            p1_reg_s_in2 <= 0;
            p1_reg_s_in1 <= 0;
            p1_reg_exc_flag <= 1;
            p1_reg_err_code <= 0;
            p2_reg_exp_r <= 0;
            p2_reg_exc_flag <= 1;
            p2_reg_err_code <= 0;
            p2_reg_alu_in1 <= 0;
            p2_reg_alu_in2 <= 0;
            out_exp_r <= 0;
            out_exc_flag <= 1;
            out_err_code <= 0;
            out_alu_r <= 0;
            out_s_r <= 0;
        end else begin
            p1_reg_alu_in2 <= alu_in2;
            p1_reg_alu_in2_shifted <= alu_in2_shifted;
            p1_reg_alu_in1 <= alu_in1;
            p1_reg_alu_in1_shifted <= alu_in1_shifted;
            p1_reg_exp_1 <= exp_1;
            p1_reg_exp_2 <= exp_2;
            p1_reg_s_in2 <= s_in2;
            p1_reg_s_in1 <= s_in1;
            p1_reg_exc_flag <= exc_flag;
            p1_reg_err_code <= err_code;
            p2_reg_exp_r <= exp_r;
            p2_reg_exc_flag <= p1_reg_exc_flag;
            p2_reg_err_code <= p1_reg_err_code;
            p2_reg_alu_in1 <= v_alu_in1;
            p2_reg_alu_in2 <= v_alu_in2;
            out_exp_r <= p2_reg_exp_r;
            out_exc_flag <= p2_reg_exc_flag;
            out_err_code <= p2_reg_err_code;
            out_alu_r <= alu_r;
            out_s_r <= s_r;
        end
    end
endmodule
==> flow/run.sh <==
#!/bin/bash
# OpenROAD 26Q1-2900-gdf79404cd8, Yosys 0.63+post, stock flow scripts
make -C /OpenROAD-flow-scripts/flow DESIGN_CONFIG=/design/flow/config.mk WORK_HOME=/design/flow/orfs finish
==> flow/config.mk <==
export PLATFORM = sky130hd
export DESIGN_NAME = bf16_add_branch
export DESIGN_NICKNAME = bf16_add_branch
export VERILOG_FILES = /design/flow/design.v
export SDC_FILE = /design/flow/constraint.sdc
export NUM_CORES = 4
export LEC_CHECK = 1
export CORE_UTILIZATION = 50
==> flow/constraint.sdc <==
current_design bf16_add_branch

set clk_period 17.2
set clk_io_pct 0.2

create_clock -name clk0 -period $clk_period [get_ports {clk}]

set non_clock_inputs [all_inputs -no_clocks]
set_input_delay [expr $clk_period * $clk_io_pct] -clock clk0 $non_clock_inputs
set_output_delay [expr $clk_period * $clk_io_pct] -clock clk0 [all_outputs]
==> reports/metrics.yaml <==
die-area_um2: 36800
tns_ns: 0
fp_util_pct: 50.8
maxCapViolCount: 0
wirelength_mm: 48.5
timing.fmax_mhz: 135
grt_pass1_wl_mm: 75.9
grt_max_degree: 104
ys.flops: 291
row_count: 69
skew_ns: 0.0114
edf_count: 0
max_slew.worst_pin.slew_ns: 0.876
critPathLaunchType: "primary input"
io_buffers: 172
antenna_found_initial: 0
clkLatencyLatePin_ns: 0.58
yosys_most_used_dff: "dfxtp_1"
cts-root-buf: "clkbuf_16"
routedWlPerCell_um: 17.7
most-common-layout-cells: "291 x dfxtp_1, 196 x and2_1, 171 x clkdlybuf4s50_1"
synth_cell_types: 78
hold_path_class: "reg -> reg"
cts_hold_buffers: 0
holdPathStages: 1
cts_resized: 0
vias: 15200
yosys_area_um2: 18000
slew_violations: 0
min_period_ns: 7.41
drt_iter0_markers: 993
yosysWarnings: 1
h-tree-depth: 1
avgSynthCellArea_um2: 8.38
setup_violations: 0
post-dp-hpwl_mm: 37.8
die_y_um: 192
antenna_left: 0
post_cts_buffers: 0
vias_per_cell: 5.56
area_delta_synth_final_pct: 17.3
gp_congestion: 0.939
die_x_um: 192
antenna_cells: 0
synthesis.area_um2: 18000
finalPower_mw: 2.02
cts_tree: "yes"
clock-sinks: 291
async_flop_share_pct: 0
worstPathRequired_ns: 17.65
critPathMaxFanout: 22
ys_seq_share_pct: 32.3
warnings: 59
p_leak_nw: 8.99
power.density_nw_per_um2: 95.7
grt-ovfl-total: 0
clk_pin_slew_ns: 0.06
drc: 0
core_area_um2: 35500
numCtsBuffers: 30
grt_usage_pct: 27.0
status: "finished clean"
pin_count: 173
drive_gt1_share_pct: 5.79
ir_drop_v: 0.000109
layout_top_cell: "dfxtp_1"
critPathKind: "in -> reg"
reg2reg_depth: 17
crit_path_end_kind: "flip-flop"
period_used_pct: 43.1
crit_arrival_ns: 7.86
ys_cells: 2150
worst-r2r-setup-slack_ns: 11.49
firstDrtPassIters: 6
final_hold_viol_count: 0
relSlewSlack_pct: 41.1
cts.path.max_buffers: 3
synthCells: 2150
grt_pass1_vias: 13800
rsz0062_at_grt: "false"
==> stage by stage <==
step	std cells	instance area (um2)	hold slack (ns)	utilization, %	setup slack (ns)
finish	2742	21100	0.419	59.6	9.79
global placement	2687	20100	0.387	56.6	9.35
floorplan	2150	18000	0.386	-	10.19
CTS	2742	21100	0.422	59.6	9.84
detailed placement	2687	20100	0.397	56.6	9.24
global route	2742	21100	0.443	59.6	9.55
==> sequential cells by signal, summed over array words and instances (netlist names) <==
name and count:
p1_reg_alu_in2 22, p1_reg_alu_in2_shifted 22, p1_reg_s_in1 1, out_exc_flag 1, p1_reg_alu_in1 22, p1_reg_err_code 1
p1_reg_alu_in1_shifted 22, p2_reg_err_code 1, p2_reg_exc_flag 1, out_alu_r 22, out_exp_r 32, out_err_code 1
p1_reg_exp_2 32, out_s_r 1, p2_reg_alu_in2 22, p1_reg_exc_flag 1, p1_reg_exp_1 32, p2_reg_exp_r 32
p2_reg_alu_in1 22, p1_reg_s_in2 1
==> Yosys cell counts, types with 40 or more instances <==
| cell type | n | area [um2] |
|---|---|---|
| inv_1 | 122 | 458 |
| nand2_1 | 161 | 604 |
| xor2_1 | 56 | 490 |
| nand3_1 | 40 | 200 |
| a21oi_1 | 124 | 621 |
| mux2i_1 | 127 | 1270 |
| nor2_1 | 115 | 432 |
| and2_1 | 196 | 1230 |
| ha_1 | 118 | 1480 |
| o21ai_0 | 107 | 536 |
| nor2b_1 | 47 | 294 |
| dfxtp_1 | 291 | 5830 |
| nor3_1 | 67 | 335 |
| xnor2_1 | 52 | 455 |
| clkbuf_1 | 90 | 338 |
==> critical path, cell delays in order <==
cell,delay [ns]
clkdlybuf4s50_1,0.52
inv_1,0.06
ha_1,0.43
or4_1,0.55
o21ai_1,0.11
a21oi_2,0.08
a211o_1,0.37
a31o_2,0.32
a221oi_1,0.33
xor2_1,0.11
or4_1,0.41
or4_4,0.70
a2111oi_1,0.42
==> logic make-up (layout without fill, tap and decap cells) <==
kind of cell | Yosys count | after routing | synth area share [%]
fa+ha+maj | 121 | 121 | 8.52
buf+inv | 240 | 371 | 5.16
compound gates | 469 | 469 | 17.0
mux | 156 | 156 | 9.30
simple gates | 765 | 765 | 22.4
flops | 291 | 291 | 32.3
xor+xnor | 108 | 108 | 5.25
==> area by class of cell <==
| type | count | area [um2] |
|---|---|---|
| timing repair buffer | 193 | 1890 |
| fill | 3108 | 14300 |
| clock inverter | 16 | 236 |
| clock buffer | 39 | 825 |
| sequential | 291 | 5830 |
| multi-input combinational | 1619 | 11300 |
| tap | 461 | 577 |
| inverter | 123 | 462 |
==> worst paths after layout <==
kind,start,endpoint
worst max-delay path,exp_1[4],p1_reg_alu_in1_shifted[6]
worst min-delay path,p2_reg_exc_flag,out_exc_flag
worst max register to register,p1_reg_exp_1[2],p2_reg_alu_in1[12]
worst min register to register,p2_reg_exc_flag,out_exc_flag
==> where the power goes <==
part	internal (mW)	total, mW	switching, mW	leakage [nW]
clock	0.403	0.680	0.277	0.516
sequential	0.719	0.739	0.0203	2.39
combinational	0.260	0.603	0.343	6.08
==> metal layers <==
metal | wire length, um | vias up | GRT usage (%)
li1 | - | 7771 | -
met1 | 24900 | 6967 | 44.7
met2 | 19100 | 444 | 36.8
met3 | 3700 | 56 | 6.19
met4 | 819 | 0 | 4.15
met5 | 0 | - | 0
Power and IR drop assume default switching activity.
