==> flow/design.v <==
module bf16_add_root
# (parameter G = 6)(
    input clk,
    input reset,
    input [G + 15:0] in1,
    input [31:0] exp_1,
    input s_in1,
    input exc_flag_1,
    input err_code_1,
    input [G + 15:0] in2,
    input [31:0] exp_2,
    input s_in2,
    input exc_flag_2,
    input err_code_2,
    output reg [15:0] result
);
    reg signed [G + 15:0] p1_reg_alu_in2;
    reg signed [G + 15:0] p1_reg_alu_in2_shifted;
    reg signed [G + 15:0] p1_reg_alu_in1;
    reg signed [G + 15:0] p1_reg_alu_in1_shifted;
    reg signed [31:0] p1_reg_exp_1;
    reg signed [31:0] p1_reg_exp_2;
    reg p1_reg_s_in2;
    reg p1_reg_s_in1;
    reg p1_reg_exc_flag;
    reg p1_reg_err_code;  
    reg signed [31:0] p2_reg_exp_r;
    reg p2_reg_exc_flag;
    reg p2_reg_err_code;
    reg signed [G + 15:0] p2_reg_alu_in1;
    reg signed [G + 15:0] p2_reg_alu_in2; 
    reg signed [G + 15:0] v_alu_in1;
    reg signed [G + 15:0] v_alu_in2; 
    reg signed [31:0] p3_reg_exp_r;
    reg p3_reg_exc_flag;
    reg p3_reg_err_code;
    reg signed [G + 15:0] p3_reg_alu_r;
    reg p3_reg_s_r;
    reg p3_reg_cancel_flag;  
    reg p4_reg_exc_flag;
    reg p4_reg_err_code;
    reg signed [31:0] p4_reg_exp_r;
    reg signed [G + 15:0] p4_reg_alu_r;
    reg p4_reg_s_r;
    reg p4_reg_cancel_flag;
    reg signed [G + 15:0] alu_in1;
    reg signed [G + 15:0] alu_in1_shifted;
    reg signed [G + 15:0] alu_in2;
    reg signed [G + 15:0] alu_in2_shifted;
    reg exc_flag;
    reg err_code;
    wire [G - 1:0] guard;  
    reg signed [31:0] exp_r;
    reg signed [G + 15:0] alu_r;
    reg s_r;
    reg cancel_flag;
    reg signed [G + 15:0] v_alu_r;
    reg signed [31:0] v_exp_r;
    assign guard = 0;
    always @(*) begin
        if (exc_flag_1 == 1 || exc_flag_2 == 1) begin
            exc_flag <= 1;
            err_code <= err_code_1 | err_code_2;
        end else begin
            exc_flag <= 0;
            err_code <= 0;
        end
    end
  always @(*) begin: S1
      reg signed [31:0] exp_s1;
      reg signed [31:0] exp_s2;
      if((exp_1 - exp_2) < 0) begin
          exp_s1 =  -(exp_1 - exp_2);
      end else begin
          exp_s1 = exp_1 - exp_2;
      end
      if ((exp_2 - exp_1) < 0) begin
          exp_s2 =  -(exp_2 - exp_1);
      end else begin
          exp_s2 = exp_2 - exp_1;
      end
      alu_in1 <= in1;
      alu_in1_shifted <= (in1) >>> exp_s2;
      alu_in2 <= in2;
      alu_in2_shifted <= (in2) >>> exp_s1;
  end
    always @(*) begin : S2
        v_alu_in1 = p1_reg_alu_in1;
        v_alu_in2 = p1_reg_alu_in2;
        if ((p1_reg_exp_2 >= p1_reg_exp_1)) begin
            v_alu_in1 = p1_reg_alu_in1_shifted;
            exp_r <= p1_reg_exp_2;
        end else begin
            v_alu_in2 = p1_reg_alu_in2_shifted;
            exp_r <= p1_reg_exp_1;
        end
        if (p1_reg_s_in1 == 1) begin
            v_alu_in1 =  -(v_alu_in1);
        end else begin
            v_alu_in1 = v_alu_in1;
        end
        if (p1_reg_s_in2 == 1) begin
            v_alu_in2 =  -(v_alu_in2);
        end else begin
            v_alu_in2 = v_alu_in2;
        end
    end
    always @(*) begin: S3
        reg signed [31:0] v_exp;
        v_exp = p2_reg_exp_r;
        alu_r = p2_reg_alu_in2 + p2_reg_alu_in1;
        if (alu_r == {guard,16'b0000000000000000}) begin
            cancel_flag = 1;
        end else begin
            cancel_flag = 0;
        end
        s_r = 0;
        if (alu_r < 0) begin
            s_r = 1;
            alu_r =  -(alu_r);
        end
    end
    always @(*) begin
        v_alu_r = p3_reg_alu_r;
        v_exp_r = p3_reg_exp_r;
        if (v_alu_r[20] == 1) begin
            v_exp_r = v_exp_r + 6;
            v_alu_r = (v_alu_r) >> 6;
        end else if (v_alu_r[19] == 1) begin
            v_exp_r = v_exp_r + 5;
            v_alu_r = (v_alu_r) >> 5;
        end else if (v_alu_r[18] == 1) begin
            v_exp_r = v_exp_r + 4;
            v_alu_r = (v_alu_r) >> 4;
        end else if (v_alu_r[17] == 1) begin
            v_exp_r = v_exp_r + 3;
            v_alu_r = (v_alu_r) >> 3;
        end else if (v_alu_r[16] == 1) begin
            v_exp_r = v_exp_r + 2;
            v_alu_r = (v_alu_r) >> 2;
        end else if (v_alu_r[15] == 1) begin
            v_exp_r = v_exp_r + 1;
            v_alu_r = (v_alu_r) >> 1;
        end else if (v_alu_r[14] == 1) begin
            v_alu_r = (v_alu_r) << 0;
        end else if (v_alu_r[13] == 1) begin
            v_exp_r = v_exp_r - 1;
            v_alu_r = (v_alu_r) << 1;
        end else if (v_alu_r[12] == 1) begin
            v_exp_r = v_exp_r - 2;
            v_alu_r = (v_alu_r) << 2;
        end else if (v_alu_r[11] == 1) begin
            v_exp_r = v_exp_r - 3;
            v_alu_r = (v_alu_r) << 3;
        end else if (v_alu_r[10] == 1) begin
            v_exp_r = v_exp_r - 4;
            v_alu_r = (v_alu_r) << 4;
        end else if (v_alu_r[9] == 1) begin
            v_exp_r = v_exp_r - 5;
            v_alu_r = (v_alu_r) << 5;
        end else if (v_alu_r[8] == 1) begin
            v_exp_r = v_exp_r - 6;
            v_alu_r = (v_alu_r) << 6;
        end else if (v_alu_r[7] == 1) begin
            v_exp_r = v_exp_r - 7;
            v_alu_r = (v_alu_r) << 7;
        end else if (v_alu_r[6] == 1) begin
            v_exp_r = v_exp_r - 7;
            v_alu_r = (v_alu_r) << 8;
        end else if (v_alu_r[5] == 1) begin
            v_exp_r = v_exp_r - 7;
            v_alu_r = (v_alu_r) << 9;
        end else if (v_alu_r[4] == 1) begin
            v_exp_r = v_exp_r - 7;
            v_alu_r = (v_alu_r) << 10;
        end else if (v_alu_r[3] == 1) begin
            v_exp_r = v_exp_r - 7;
            v_alu_r = (v_alu_r) << 11;
        end else if (v_alu_r[2] == 1) begin
            v_exp_r = v_exp_r - 7;
            v_alu_r = (v_alu_r) << 12;
        end else if (v_alu_r[1] == 1) begin
            v_exp_r = v_exp_r - 7;
            v_alu_r = (v_alu_r) << 13;
        end else if (v_alu_r[0] == 1) begin
            v_exp_r = v_exp_r - 7;
            v_alu_r = (v_alu_r) << 14;
        end
    end
    always @(*) begin: S5
        reg signed [G + 15:0] v_alu_r;
        reg signed [31:0] v_exp_r;
        v_alu_r = p4_reg_alu_r;
        v_exp_r = p4_reg_exp_r;
        if (v_alu_r[6] == 1) begin
            v_alu_r[13:7] = v_alu_r[13:7] + 1;
            if(v_alu_r[13:7] == 0) begin
                v_exp_r = v_exp_r + 1;
            end
        end
        if (p3_reg_exc_flag == 1) begin
            if (p3_reg_err_code == 1) begin
                result <= {p3_reg_s_r,15'b111111110000001};  
            end else begin
                result <= {p3_reg_s_r,15'b111111110000000};  
            end
        end else if (p3_reg_cancel_flag == 1) begin
            result <= 0;
        end else if ((v_exp_r > 381) && p3_reg_s_r == 0) begin
            result <= 16'b0111111110000000;  
        end else if ((v_exp_r > 381) && p3_reg_s_r == 1) begin
            result <= 16'b1111111110000000;  
        end else if (v_exp_r < 128) begin
            result <= 16'b0000000000000000;  
        end else begin
            result[15] <= p3_reg_s_r;
            result[14:7] <= (v_exp_r) - 127;
            result[6:0] <= v_alu_r[13:7];
        end
    end
    always @(posedge clk) begin
        if (reset == 0) begin
            p1_reg_alu_in2 <= 0;
            p1_reg_alu_in2_shifted <= 0;
            p1_reg_alu_in1 <= 0;
            p1_reg_alu_in1_shifted <= 0;
            p1_reg_exp_1 <= 0;
            p1_reg_exp_2 <= 0;
            p1_reg_s_in2 <= 0;
            p1_reg_s_in1 <= 0;
            p1_reg_exc_flag <= 1;
            p1_reg_err_code <= 0;
            p2_reg_exp_r <= 0;
            p2_reg_exc_flag <= 1;
            p2_reg_err_code <= 0;
            p2_reg_alu_in1 <= 0;
            p2_reg_alu_in2 <= 0;
            p3_reg_exp_r <= 0;
            p3_reg_exc_flag <= 1;
            p3_reg_err_code <= 0;
            p3_reg_alu_r <= 0;
            p3_reg_s_r <= 0;
            p3_reg_cancel_flag <= 0;
            p4_reg_exc_flag <= 1;
            p4_reg_err_code <= 0;
            p4_reg_s_r <= 0;
            p4_reg_cancel_flag <= 0;
            p4_reg_alu_r <= 0;
            p4_reg_exp_r <= 0;
        end else begin
            p1_reg_alu_in2 <= alu_in2;
            p1_reg_alu_in2_shifted <= alu_in2_shifted;
            p1_reg_alu_in1 <= alu_in1;
            p1_reg_alu_in1_shifted <= alu_in1_shifted;
            p1_reg_exp_1 <= exp_1;
            p1_reg_exp_2 <= exp_2;
            p1_reg_s_in2 <= s_in2;
            p1_reg_s_in1 <= s_in1;
            p1_reg_exc_flag <= exc_flag;
            p1_reg_err_code <= err_code;
            p2_reg_exp_r <= exp_r;
            p2_reg_exc_flag <= p1_reg_exc_flag;
            p2_reg_err_code <= p1_reg_err_code;
            p2_reg_alu_in1 <= v_alu_in1;
            p2_reg_alu_in2 <= v_alu_in2;
            p3_reg_exp_r <= p2_reg_exp_r;
            p3_reg_exc_flag <= p2_reg_exc_flag;
            p3_reg_err_code <= p2_reg_err_code;
            p3_reg_alu_r <= alu_r;
            p3_reg_s_r <= s_r;
            p3_reg_cancel_flag <= cancel_flag;
            p4_reg_exc_flag <= p3_reg_exc_flag;
            p4_reg_err_code <= p3_reg_err_code;
            p4_reg_s_r <= p3_reg_s_r;
            p4_reg_cancel_flag <= p3_reg_cancel_flag;
            p4_reg_alu_r <= v_alu_r;
            p4_reg_exp_r <= v_exp_r;
        end
    end
endmodule
==> flow/run.sh <==
#!/bin/bash
# OpenROAD 26Q1-2900-gdf79404cd8, Yosys 0.63+post, stock flow scripts
make -C /OpenROAD-flow-scripts/flow DESIGN_CONFIG=/design/flow/config.mk WORK_HOME=/design/flow/orfs finish
==> flow/config.mk <==
export PLATFORM = sky130hd
export DESIGN_NAME = bf16_add_root
export DESIGN_NICKNAME = bf16_add_root
export VERILOG_FILES = /design/flow/design.v
export SDC_FILE = /design/flow/constraint.sdc
export NUM_CORES = 4
export LEC_CHECK = 1
export CORE_UTILIZATION = 40
==> flow/constraint.sdc <==
current_design bf16_add_root

set clk_period 12.3
set clk_io_pct 0.2

create_clock -name clk0 -period $clk_period [get_ports {clk}]

set non_clock_inputs [all_inputs -no_clocks]
set_input_delay [expr $clk_period * $clk_io_pct] -clock clk0 $non_clock_inputs
set_output_delay [expr $clk_period * $clk_io_pct] -clock clk0 [all_outputs]
==> ci_impl_report.md <==
### Flow metrics

| Metric | Value |
|---|---|
| Diode count | 0 |
| Buf/Inv on CP | 1 |
| Placed cell count | ~4,200 |
| CP top delay family | simple AND/OR/NAND/NOR gates |
| I/O pin count | between 100 and 150 |
| TritonCTS Buffers | 38 |
| Core Region | 62,170 µm² |
| GRT Overall Usage | 27.54% |
| Outcome | finished, final reports clean |
| Vias in the first global route | around 23,000 |
| Grt met3 use | approximately 5% |
| Vias | roughly 25,000 |
| Registers, synthesis | 331 |
| Met2 global-route usage | between 40% and 50% |
| Setup TNS | 0 ns |
| List of most frequent post-synthesis cells | nor2_1 (436), dfxtp_1 (331), a21oi_1 (272), nand2_1 (262), clkbuf_1 (192) |
| CP cell instances | ha_1 > and4_4 > and3_1 > o2111ai_4 > nor4_1 > xnor2_1 > o221ai_1 > nor4_2 > o211ai_1 > or4_1 > o21ai_2 > clkdlybuf4s50_1 |
| Top cell area share | 26.10% |
| Worst Path Max Fanout | 17 |
| Busiest grt layer | met2 |
| Final Total Pwr | 4073 µW |
| Worst Tran Pin Value | slightly below 0.9 ns |
| DRT antenna net count | 0 |
| Post-synth EDFFs | 0 |
| Worst setup EP type | primary output |
| Yosys warnings | 1 |
| First-pass detailed-route iteration total | 8 |
| Fin util | a little under half |
| TritonCTS clock tree | yes |
| Post-CTS resize count | 0 |
| Placed cell areas | between 20,000 and 30,000 µm² |
| R2R depth | 17 |
| FILL cells | just over 6,000 |
| Top-count cell post-synth | nor2_1 |
| Worst R2R End | p2_reg_alu_in2[16] |
| Die extent in y | 254.0 µm |
| Latency at later pin | 0.58 ns |
| Share of layout cells above drive strength 1 | 5.634% |
| Power Density | about 140 nW/µm² |
| RSZ-0062 raised after global routing | no |
| Final hold vios | 0 |
| Clock transition at path regs | 0.06 ns |
| Detail-routed via count per cell | just under 6 |
| Floorplan core density | 40.84% |
| Initial antenna violation count | 1 |
| Met1 GRT Util | approximately two fifths |
| Biggest area cells | dfxtp_1 (26%), ha_1 (6.8%), nor2_1 (6.4%), a21oi_1 (5.4%), mux2i_1 (5.1%) |
| Worst clock skew | roughly 0.035 ns |
| Hold crit path type | reg2reg |
| RePlAce Congestion | 1.050 |
| Area grow syn2layout | 12.49% |
| Worst Setup EP | result[0] |
| Cell row count | 91 |
| Starting DRT DRC Count | ~2,400 |
| Reg2reg setup slack | 7.02 ns |
| Post-route insts no fill | 4,245 |
| Tool warnings | ~69 |
| Aggregate routed wire length | 87,250 µm |
| Critical Path Start | p4_reg_alu_r[7] |
| Yosys stat area | about 25,000 µm² |
| CP required | 9.84 ns |
| Final setup vio count | 0 |
| Mapped Cells | around 3,400 |
| Routed len/inst | 20.55 µm |
| Cell type with the largest total area | dfxtp_1 |
| Register area share after synthesis | a little over a quarter |
| Leak pwr | 0.01124 µW |
| WP depth | 12 |
| Slew HR | between 40% and 50% |
| Dpl hpwl | between 60,000 and 70,000 µm |
| Maxcap violations | 0 |
| Critical path class | reg2out |
| Port Buf Inserts | around 130 |
| Unique cell type count in the Yosys netlist | between 80 and 90 |
| Residual DRC | 0 |
| Syn Area/Cell | 7.492 µm² |
| Design area | around 29,000 µm² |
| Worst vdd ir | 89.30 µV |
| Synthesized cell area | 25,390 µm² |
| Ys async rst share | 0% |
| Die ar. | about 64,000 µm² |
| Critical Path Max Stage Delay | approximately 0.64 ns |
| CTS Hold Bufs | 0 |
| Flop area | 6626 µm² |
| Final period util | 61.55% |
| Clock root buffer | clkbuf_16 |
| Grt total ovfl | 0 |
| Upper clock frequency limit | around 130 MHz |
| Clock sink count | approximately 330 |
| Final Slew Violations | 0 |
| Largest net degree at the start of global routing | ~77 |
| Gate Area | between 15,000 and 20,000 µm² |
| Slowest stage cell, crit path | nor4_1 |
| Crit start category | flip-flop |
| Worst Path Arrival | around 5.1 ns |
| Maximum clock path buffer count | 3 |
| Worst reg2reg path startpoint | p1_reg_exp_1[14] |
| Die Wd | between 200 and 300 µm |
| Top FF cell, synth | dfxtp_1 |
| Final min period | 7.570 ns |
| Number of cells in Yosys stat | ~3,400 |
| Global-route wire length before repair | 135,700 µm |
| H-tree levels | 2 |
| Post-CTS setup buffer count | 0 |
metrics by stage:
step	setup WS [ns]	hold WS [ns]
6_report	4.730	0.4063
5_1_grt	4.392	0.4242
4_1_cts	4.782	0.4106
3_5_place_dp	4.919	0.3973
3_3_place_gp	4.825	0.3893
2_1_floorplan	6.431	0.3863
kinds of logic after synthesis:
| logic type | share of synthesized area (%) |
|---|---|
| AND/OR/NAND/NOR | 24.05 |
| XOR/XNOR | 6.968 |
| adder cells (fa/ha/maj) | 6.987 |
| multiplexers | 7.258 |
| flip-flops | 26.10 |
| buffers and inverters | 5.790 |
| AND-OR/OR-AND | 22.85 |
worst min-delay path by stage:
stage,from,end,slack [ns],cells after the start
4_1_cts,p1_reg_exc_flag,p2_reg_exc_flag,0.41,1
5_1_grt,p1_reg_exc_flag,p2_reg_exc_flag,0.42,1
6_report,p1_reg_exc_flag,p2_reg_exc_flag,0.41,1
layout make-up:
cell class | count | share of cell area, %
Clock inverter | 18 | 0.8016
Multi-Input combinational cell | 2677 | 60.71
Clock buffer | 50 | 3.732
Timing Repair Buffer | 181 | 5.887
Sequential cell | 331 | 23.20
Inverter | 151 | 2.002
Tap cell | 837 | 3.667
report_power, final:
part           total (µW)  internal [µW]  switching [µW]
Sequential           1290           1170             120
Combinational        1640            627            1010
Clock                1140            666             475
metal layers:
metal | part of all wire (%) | wire [µm] | up-vias
li1 | - | - | 12140
met1 | 45 | 39020 | 11320
met2 | 43 | 37740 | 1055
met3 | 8.3 | 7219 | 205
met4 | 3.7 | 3259 | 2
met5 | 0.015 | 13 | -
flip-flops by register name (all words and copies together), names as in the netlist, 32 cells and up:
register,flops
p1_reg_exp_1,32
p1_reg_exp_2,32
p2_reg_exp_r,32
p4_reg_exp_r,32
p3_reg_exp_r,32
worst register-to-register path: stages (launching register included):
cell,delay [ns]
dfxtp_1,0.35
inv_1,0.05
ha_1,0.29
nand3_1,0.11
or4_1,0.63
o221ai_1,0.28
o21ai_0,0.25
mux2i_4,0.22
buf_4,0.51
mux2i_1,0.46
ha_1,0.29
inv_1,0.14
or4_1,0.58
or3_1,0.40
o31ai_1,0.25
xnor2_1,0.15
nor2_1,0.06
a211oi_1,0.21
layout by cell type (no fill, tap or decap), types with 14 or more instances in the layout:
cell type and instances:
or2_2 14, nand2b_1 17, and2_1 105, o21ai_0 191, o221ai_1 17, and3_1 38
nand2_1 262, clkdlybuf4s50_1 130, a221oi_1 26, dfxtp_1 331, o21bai_1 15, mux2i_1 128
nor2b_1 15, or3_1 28, nor3_1 76, inv_1 146, a21o_1 45, nand3_1 97
a211oi_1 72, a31oi_1 37, xnor2_1 122, o21a_1 20, nand4_1 50, or4_1 18
mux2_2 23, nor4_1 58, a21boi_0 14, nor2_1 436, o22ai_1 15, o211ai_1 27
ha_1 136, clkbuf_16 38, o31ai_1 33, xor2_1 76, buf_4 50, a21oi_1 272
No activity file was given, so power comes from the tool's default toggle rates.
